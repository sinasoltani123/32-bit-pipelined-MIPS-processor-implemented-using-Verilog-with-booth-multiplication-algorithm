[/design/flow/design.v]
`timescale 1ns / 1ps
module Decode
	(
	input clk,
	input [31:0] Instruction,
	input RegWrite,
	input [4:0] WriteReg,
	input [31:0] WriteData,
	output [5:0] Opcode,
	output [31:0] Read_Data_1,
	output [31:0] Read_Data_2,
	output [31:0] Sign_Extended_Immediate,
	output [4:0] rt,
	output [4:0] rd
    );
	assign Opcode = Instruction[31:26];
	wire [15:0]Immediate;
	wire [4:0]rs;
	assign rs = Instruction[25:21];
	assign rt = Instruction[20:16];
	assign rd = Instruction[15:11];
	assign Immediate = Instruction[15:0];
	SignExtend Sign_Extend (
		.Value(Immediate), 
		.Sign_Extended_Value(Sign_Extended_Immediate)
	);
	RegisterFile RegFile (
		.clk(clk), 	 
		.RegWrite(RegWrite),  
		.Write_Reg(WriteReg), 
		.Write_Data(WriteData),  
		.Read_Reg_1(rs), 
		.Read_Reg_2(rt), 
		.Read_Data_1(Read_Data_1), 
		.Read_Data_2(Read_Data_2)
	);
endmodule
`timescale 1ns / 1ps
module RegisterFile
	(
	input clk,
	input RegWrite,
	input [4:0] Write_Reg, 
	input [31:0] Write_Data,
	input [4:0] Read_Reg_1,
	input [4:0] Read_Reg_2,
	output  [31:0] Read_Data_1,
	output  [31:0] Read_Data_2
    );
	 reg [31:0] register_file [31:0];
	 integer index;
	 initial begin
		for(index =0;index<32 ; index = index+1) begin
			register_file[index] = index;
		end
	 end
	 assign Read_Data_1 = register_file[Read_Reg_1];
	 assign Read_Data_2 = register_file[Read_Reg_2];
	 always @(posedge clk) begin
		if(RegWrite == 1 && Write_Reg != 0) begin
			register_file[Write_Reg] <= Write_Data;
		end
	 end
endmodule
`timescale 1ns / 1ps
module SignExtend
	(
	input [15:0] Value,
	output [31:0] Sign_Extended_Value
    );
	 assign Sign_Extended_Value = {{16{Value[15]}} , Value[15:0]}; 
endmodule
[/design/flow/run.sh]
#!/bin/bash
# OpenROAD 26Q1-2900-gdf79404cd8, Yosys 0.63+post, stock flow scripts
make -C /OpenROAD-flow-scripts/flow DESIGN_CONFIG=/design/flow/config.mk WORK_HOME=/design/flow/orfs finish
[/design/flow/config.mk]
export PLATFORM = sky130hd
export DESIGN_NAME = Decode
export DESIGN_NICKNAME = Decode
export VERILOG_FILES = /design/flow/design.v
export SDC_FILE = /design/flow/constraint.sdc
export NUM_CORES = 4
export LEC_CHECK = 1
export CORE_UTILIZATION = 40
[/design/flow/constraint.sdc]
current_design Decode

set clk_period 6.1
set clk_io_pct 0.2

create_clock -name clk0 -period $clk_period [get_ports {clk}]

set non_clock_inputs [all_inputs -no_clocks]
set_input_delay [expr $clk_period * $clk_io_pct] -clock clk0 $non_clock_inputs
set_output_delay [expr $clk_period * $clk_io_pct] -clock clk0 [all_outputs]
==> impl_metrics.sql <==
-- generated from flow reports
INSERT INTO impl_metrics (metric_group, metric, value, unit) VALUES
('critical_path', 'critical_path_buf_inv_count', '3', ''),
('critical_path', 'critical-path-top-cell-by-count', 'sky130_fd_sc_hd__clkdlybuf4s50_1', ''),
('routing', 'vias', '30900', ''),
('yosys', 'synthesis.instances', '3434', ''),
('yosys', 'aoi_share', '7.99', '%'),
('yosys', 'postSynthSeqShare', '62.6', '%'),
('clocking', 'cts_tree', 'done', ''),
('critical_path', 'required', '4880', 'ps'),
('floorplanning', 'placeableCoreArea', '0.122', 'mm²'),
('cells_and_area', 'final_layout_size_suffix_gt1_share', '9.64', '%'),
('routing', 'drc', '0', ''),
('yosys', 'yosysTopAreaCellShare', '62.6', '%'),
('floorplanning', 'io-pin-count', '183', ''),
('yosys', 'edff_count_synth', '1024', ''),
('final_timing', 'fin_tns_setup', '0', 'ps'),
('routing', 'finalWirelength', '151000', 'µm'),
('clocking', 'cts-buffers-inserted', '104', ''),
('clocking', 'clk_root_buffer_cell', 'sky130_fd_sc_hd__clkbuf_16', ''),
('cells_and_area', 'largest-register', 'RegFile.register_file', ''),
('cells_and_area', 'largest_reg_flops', '1024', ''),
('floorplanning', 'die_area', '0.124', 'mm²'),
('critical_path', 'worst-path-stages', '8', ''),
('yosys', 'syn_area_per_cell', '14.3', 'µm²'),
('routing', 'detail_route.vias_per_cell', '5.88', ''),
('yosys', 'ys_top_cells_by_area', 'sky130_fd_sc_hd__edfxtp_1 (63%), sky130_fd_sc_hd__mux2i_1 (21%), sky130_fd_sc_hd__a22oi_1 (2.9%)', ''),
('global_routing', 'wire_length_of_the_first_global_routing_pass', '216000', 'µm'),
('cells_and_area', 'fillCellCount', '10500', ''),
('floorplanning', 'std_cell_rows', '128', ''),
('yosys', 'muxShareOfSynthArea', '20.9', '%'),
('hold_path', 'timing.hold.worst_path_depth', '2', ''),
('routing', 'wl_per_cell', '28.7', 'µm'),
('global_routing', 'number_of_global_route_vias_before_repair', '31800', ''),
('yosys', 'post_synth_most_frequent_cells', 'sky130_fd_sc_hd__edfxtp_1 (1024), sky130_fd_sc_hd__mux2i_1 (1024), sky130_fd_sc_hd__nand2_1 (195), sky130_fd_sc_hd__nand3_1 (194)', ''),
('clocking', 'h_tree_levels', '3', ''),
('final_timing', 'max_slew_margin', '38.5', '%'),
('critical_path', 'critical_path_class', 'input port to primary output', ''),
('run_status', 'outcome', 'completed', ''),
('floorplanning', 'die_h', '352', 'µm'),
('floorplanning', 'initCoreUtil', '40.4', '%'),
('critical_path', 'worst-endpoint-arrival', '4020', 'ps'),
('yosys', 'ys_top_logic_family', 'multiplexers', ''),
('final_timing', 'hold_viol', '0', ''),
('yosys', 'synth.ff_latch_count', '1024', ''),
('clocking', 'cts.hold.buffers_added', '0', ''),
('critical_path', 'critPathCaptureType', 'primary output', ''),
('routing', 'post_route_antenna_net_violation_count', '0', ''),
('critical_path', 'timing.critical_path.cells', 'clkdlybuf4s50_1, nor2b_4, buf_12, a22o_1, nor3_1, a31oi_1, nand3_1, clkdlybuf4s50_1', ''),
('cells_and_area', 'largestRegisters', 'RegFile.register_file (1024)', ''),
('power', 'power_leakage', '20.5', 'nW'),
('clocking', 'cts_resized', '0', ''),
('final_timing', 'post-route-min-period', '5240', 'ps'),
('flow_run', 'max-cap-violations', '0', ''),
('place', 'gp_routability_congestion', '0.876', ''),
('hold_path', 'hold_path.class', 'input port to flop', ''),
('global_routing', 'grt_max_degree', '84', ''),
('yosys', 'synth.distinct_cells', '24', ''),
('global_routing', 'antenna_found_initial', '4', ''),
('global_routing', 'global_route.overflow_total', '0', ''),
('critical_path', 'slowest_stage', 'sky130_fd_sc_hd__clkdlybuf4s50_1', ''),
('yosys', 'xor_share', '0', '%'),
('yosys', 'post_synth_and_or_nand_nor_area_fraction', '4.67', '%'),
('final_timing', 'maxSlewViolCount', '0', ''),
('clocking', 'clkSlewWorstSetupHoldPaths', '60', 'ps'),
('critical_path', 'crit_family', 'buffers and inverters', ''),
('floorplanning', 'die.size.x', '352', 'µm'),
('final_timing', 'rsz_0062_raised_after_global_routing', 'no', ''),
('yosys', 'synth_warnings', '1', ''),
('clocking', 'cts.sink_count', '1024', ''),
('final_timing', 'fmaxAchievable', '191', 'MHz'),
('cells_and_area', 'area_growth_syn_to_layout', '13.5', '%'),
('yosys', 'synth_area', '0.0491', 'mm²');
report_power, final:
group	switching, mW	internal, mW
clock network	2.62	3.39
registers	0.0395	7.85
logic	0.903	0.581
total	3.56	11.8
final timing paths:
kind            start                                       to
max   Instruction[18]                          Read_Data_2[12]
min     WriteData[21]  RegFile.register_file[10][21]$_DFFE_PP_
per-stage QoR:
stage | area, µm² | power [mW] | hold slack, ps | setup slack, ps | cells
final | 55800 | 15.4 | 1370 | 855 | 5258
after global routing | 55800 | 15.8 | 1370 | 742 | 5256
after CTS | 55800 | 15.4 | 1340 | 846 | 5256
after detailed placement | 52600 | 9.51 | 2050 | 872 | 5071
after global placement | 52600 | 9.50 | 2040 | 891 | 5071
after floorplan | 49200 | 8.87 | 1320 | 2460 | 3465
metal layers:
| layer | GRT usage [%] | routed length, µm |
|---|---|---|
| met5 | 0.577 | 122 |
| met4 | 6.65 | 4850 |
| met3 | 14.7 | 20300 |
| met2 | 38.6 | 69900 |
| met1 | 34.0 | 55700 |
final cells by class:
class,count,area (µm²),share of cell area [%]
Tap cell,1625,2030,3.65
Clock buffer,132,2730,4.89
Antenna cell,2,5.00,0.00897
Sequential cell,1024,30700,55.1
Clock inverter,53,417,0.747
Timing Repair Buffer,282,2950,5.28
Multi-Input combinational cell,2140,16900,30.3
layout by cell type, fill, tap and decap left out:
cell	Yosys	layout
sky130_fd_sc_hd__clkbuf_16	0	105
sky130_fd_sc_hd__nor2_4	0	33
sky130_fd_sc_hd__nor2_1	34	1
sky130_fd_sc_hd__conb_1	1	32
sky130_fd_sc_hd__nand3_1	194	194
sky130_fd_sc_hd__buf_8	0	2
sky130_fd_sc_hd__nor3_1	64	64
sky130_fd_sc_hd__buf_4	100	123
sky130_fd_sc_hd__buf_12	0	42
sky130_fd_sc_hd__diode_2	0	2
sky130_fd_sc_hd__inv_6	0	2
sky130_fd_sc_hd__and2_4	0	2
sky130_fd_sc_hd__clkinv_2	0	17
sky130_fd_sc_hd__nor2b_4	0	4
sky130_fd_sc_hd__a31oi_1	64	64
sky130_fd_sc_hd__clkinvlp_4	0	1
sky130_fd_sc_hd__a22oi_1	192	192
sky130_fd_sc_hd__clkinv_8	0	2
sky130_fd_sc_hd__or3b_2	3	3
sky130_fd_sc_hd__nand2_1	195	193
sky130_fd_sc_hd__clkbuf_1	73	27
sky130_fd_sc_hd__nand2_2	0	2
sky130_fd_sc_hd__or2_2	2	2
sky130_fd_sc_hd__a21oi_1	192	192
sky130_fd_sc_hd__edfxtp_1	1024	1024
sky130_fd_sc_hd__mux2i_1	1024	1024
sky130_fd_sc_hd__clkinv_1	0	25
sky130_fd_sc_hd__bufinv_16	0	6
sky130_fd_sc_hd__clkdlybuf4s50_1	0	115
sky130_fd_sc_hd__or3_1	1	1
sky130_fd_sc_hd__nand3b_1	5	5
sky130_fd_sc_hd__a22o_1	128	128
sky130_fd_sc_hd__nand2b_2	0	4
kinds of logic after synthesis:
logic type	after synthesis
AOI/OAI and AO/OA	576
DFF	1024
muxes	1024
buffers and inverters	301
and+or+nand+nor	508
other	1
Power figures rest on the tool's default switching activity, not on a simulated workload.
