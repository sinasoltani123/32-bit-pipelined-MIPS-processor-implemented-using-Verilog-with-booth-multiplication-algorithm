==> flow/design.v <==
`timescale 1ns / 1ps
module InstructionMemory
	 (
	 input [31:0] Address,
	 input clk,
	 output reg[127:0] DataLine
	 ); 
	 reg [7:0] memory [1023:0];
	 integer counter=0;
	 integer i;
	 reg [27:0] locality;
	 initial begin
		for(i = 0; i < 1024; i = i+1) begin
			memory[i] = i;
		end
	 end
	 always@(posedge clk) begin
		if(locality !== Address[31:4]) begin
			counter <= 0;
			locality <= Address[31:4];
			DataLine <= 128'bx;
		end
		else  begin
			if(counter < 5) begin
				counter <= counter +1;
			end
			else if(counter == 5) begin
					DataLine <= {
						memory[{locality,4'd15}],
						memory[{locality,4'd14}],
						memory[{locality,4'd13}],
						memory[{locality,4'd12}],
						memory[{locality,4'd11}],
						memory[{locality,4'd10}],
						memory[{locality,4'd9}],
						memory[{locality,4'd8}],
						memory[{locality,4'd7}],
						memory[{locality,4'd6}],
						memory[{locality,4'd5}],
						memory[{locality,4'd4}],
						memory[{locality,4'd3}],
						memory[{locality,4'd2}],
						memory[{locality,4'd1}],
						memory[{locality,4'd0}]
					};
				counter <= 0;
			end
		end
	 end
	initial begin 
		memory[7]=8'h01;
		memory[6]=8'h4B;
		memory[5]=8'h48;
		memory[4]=8'h00;
		memory[3]=8'h01;
		memory[2]=8'h4B;
		memory[1]=8'h48;
		memory[0]=8'h00;
	end
endmodule
==> flow/run.sh <==
#!/bin/bash
# OpenROAD 26Q1-2900-gdf79404cd8, Yosys 0.63+post, stock flow scripts
make -C /OpenROAD-flow-scripts/flow DESIGN_CONFIG=/design/flow/config.mk WORK_HOME=/design/flow/orfs finish
==> flow/config.mk <==
export PLATFORM = sky130hd
export DESIGN_NAME = InstructionMemory
export DESIGN_NICKNAME = InstructionMemory
export VERILOG_FILES = /design/flow/design.v
export SDC_FILE = /design/flow/constraint.sdc
export NUM_CORES = 4
export LEC_CHECK = 1
export CORE_UTILIZATION = 30
export SYNTH_MEMORY_MAX_BITS = 65536
==> flow/constraint.sdc <==
current_design InstructionMemory

set clk_period 7.9
set clk_io_pct 0.2

create_clock -name clk0 -period $clk_period [get_ports {clk}]

set non_clock_inputs [all_inputs -no_clocks]
set_input_delay [expr $clk_period * $clk_io_pct] -clock clk0 $non_clock_inputs
set_output_delay [expr $clk_period * $clk_io_pct] -clock clk0 [all_outputs]
==> flow_metrics.py <==
# Metrics from the implementation run
metrics = {
    "outcome": {
        "status": "finished clean",
    },
    "sta": {
        "period_minus_slack_ps": 3420,
        "rsz0062_at_grt": "no",
        "fmax_mhz": 292,
        "fin_ws_ps": 4480,
        "relSlewSlack_pct": 55.4,
        "fin_setup_tns_ps": 0,
        "period_used_pct": 43.3,
        "hold_viol": 0,
        "tightest_slew_ps": 665,
        "clock_skew_ps": 11.2,
        "maxSlewViolCount": 0,
        "setup_viol": 0,
    },
    "synthesis": {
        "yosys.area.top_type": "edfxtp_1",
        "ys.flops": 67,
        "topCellsByArea": "edfxtp_1 27%, buf_4 23%, dfxtp_1 16%",
        "ys_cells": 401,
        "synth_warnings": 1,
        "ys_seq_share_pct": 42.9,
        "yosys.area.top_type_share_pct": 26.6,
        "yosys.cell_types.count": 39,
        "ys_chip_area_mm2": 0.00395,
        "syn_avg_cell_area_um2": 9.84,
        "synthCells": 401,
        "syn_area_mm2": 0.00395,
    },
    "setup_path": {
        "path_class": "primary input to register",
        "cp_cell_sequence": "clkdlybuf4s50_1 -> xnor2_1 -> nand4_1 -> nor4_1 -> nand2_1 -> buf_4",
        "crit_family": "buffers and inverters",
        "start_kind": "primary input",
        "rr_startpoint": "counter[31]",
        "cp.buffers_inverters": 2,
        "critPathMaxStageDelay_ps": 520,
        "required_ps": 7930,
        "arrival_ps": 3460,
        "end_kind": "register",
        "cpMaxStageDelayCell": "clkdlybuf4s50_1",
        "startpoint": "Address[9]",
        "crit_fanout": 33,
    },
    "routing": {
        "vias": 2660,
        "drc_errors": 0,
        "detail-route-antenna-nets": 0,
        "wirelength_mm": 7.20,
        "antennaDiodeCount": 0,
        "drtPass1Iterations": 4,
        "vias_per_cell": 4.31,
        "drtIter0Drc": 147,
        "wl_per_cell_um": 11.7,
    },
    "hold_path": {
        "hold_path_class": "register to register",
        "hp-start": "locality[0]",
    },
    "clock_network": {
        "ctsLongestPathBuffers": 2,
        "cts_buffers": 9,
        "cts_num_sinks": 67,
        "cts_resized": 0,
        "clock.latency.late_pin_ps": 330,
        "path_clk_slew_ps": 50,
        "postCtsSetupBuffers": 0,
        "htree_num_levels": 3,
        "cts-root-buf": "clkbuf_16",
        "cts_tree": "done",
        "cts-hold-fix-buffers": 0,
    },
    "global_route": {
        "gr-usage-all-layers_pct": 10.5,
        "use_met2_pct": 16.7,
        "grt_pass1_wl_mm": 11.0,
        "grt_pass1_vias": 2203,
        "gr-usage-met3_pct": 3.17,
        "use_met1_pct": 14.9,
        "grt-ovfl-total": 0,
        "top_usage_layer": "met2",
        "grt_antenna_before_repair": 0,
        "grt_max_degree": 34,
    },
    "placement": {
        "port_buffers": 106,
        "gp_congestion": 0.775,
        "place_hpwl_mm": 5.21,
        "placed_area_mm2": 0.00448,
        "place_ws_ps": 4070,
    },
    "floorplanning": {
        "die_x_um": 117,
        "row_count": 41,
        "fp_util_pct": 31.0,
        "fp.dieH_um": 117,
        "core_mm2": 0.0127,
        "die_area_mm2": 0.0136,
        "io_pins": 161,
    },
    "power": {
        "power_density_mw_per_mm2": 170,
        "p_leak_nw": 1.59,
        "irDropWorstVdd_uv": 92.1,
    },
    "final_layout": {
        "drive_gt1_share_pct": 5.17,
        "area_delta_synth_final_pct": 20.4,
        "design_area_mm2": 0.00475,
    },
    "job": {
        "warnings": 31,
        "maxCapViolCount": 0,
    },
}
[placed cells by master, fill, tap and decap left out, types with 2 or more instances in the layout]
| master | synthesis | layout |
|---|---|---|
| nand2b_1 | 2 | 2 |
| inv_1 | 6 | 6 |
| clkbuf_16 | 0 | 9 |
| and3_2 | 2 | 2 |
| conb_1 | 2 | 50 |
| or4_1 | 9 | 9 |
| nand4_1 | 16 | 16 |
| o31ai_1 | 9 | 9 |
| clkbuf_8 | 0 | 2 |
| or3_1 | 11 | 11 |
| nor3_1 | 8 | 8 |
| ha_1 | 3 | 3 |
| a21oi_1 | 20 | 20 |
| edfxtp_1 | 35 | 35 |
| clkdlybuf4s50_1 | 0 | 106 |
| nor4_1 | 7 | 7 |
| xnor2_1 | 32 | 32 |
| o21ai_0 | 9 | 9 |
| nor2_1 | 17 | 17 |
| dfxtp_1 | 32 | 32 |
| and4_1 | 4 | 4 |
| nand3_1 | 15 | 15 |
| clkbuf_1 | 4 | 3 |
| nand2_1 | 12 | 12 |
| buf_4 | 121 | 3 |
| and2_1 | 2 | 2 |
| xor2_1 | 7 | 7 |
[logic make-up after synthesis]
family / after synthesis / synth area share [%]
AOI/OAI and AO/OA: 43 / 6.37
xor gates and xnor gates: 39 / 8.66
adders and majority gates: 3 / 0.951
buffers and inverters: 135 / 24.6
DFF: 67 / 42.9
other: 2 / 0.190
and+or+nand+nor: 112 / 16.4
[layout make-up]
type / count / area (um^2)
Fill cell: 1242 / 7970
Sequential cell: 67 / 1690
Multi-Input combinational cell: 247 / 1460
Timing Repair Buffer: 109 / 1080
Clock buffer: 14 / 264
Tap cell: 172 / 215
Inverter: 6 / 22.5
Clock inverter: 2 / 11.3
[where the power goes]
group          switching [W]  internal [W]
sequential        0.00000816      0.000375
combinational      0.0000123     0.0000491
clock               0.000133      0.000229
[worst register-to-register path, stage by stage (launching register included)]
cell	delay [ps]
dfxtp_1	440
nor4_1	310
and4_1	310
a31oi_1	270
buf_4	300
or4_1	520
a21oi_1	150
[registers in the layout, indices dropped and copies added (netlist names)]
register / flops
DataLine: 7
counter: 32
locality: 28
[final timing paths]
kind | to | slack, ps | depth (start not counted)
worst max register to register | counter[25] | 5530 | 6
worst max-delay path | locality[0] | 4480 | 6
worst min register to register | DataLine[124] | 490 | 0
worst min-delay path | DataLine[124] | 490 | 0
[through the flow]
step                hold slack, ps  total power (W)  utilization [%]  cells
floorplan                      459         0.000438                -    449
global placement               474         0.000452             35.2    601
detailed placement             480         0.000453             35.2    601
CTS                            487         0.000818             37.4    617
global route                   490         0.000841             37.4    617
finish                         485         0.000806             37.4    617
[per-layer routing]
layer | up-vias | part of all wire [%] | routed length, um
met3 | 8 | 11 | 814
met1 | 1198 | 44 | 3160
li1 | 1321 | - | -
met4 | 0 | 0.97 | 70
met5 | - | 0 | 0
met2 | 133 | 44 | 3160
[cell usage after synthesis (all sizes together)]
library cell,n
or3,12
xnor2,32
or4b,1
nand3,15
o41ai,1
conb,2
o21ai,9
nand2,12
o31ai,9
or2,1
o21bai,1
ha,3
edfxtp,35
dfxtp,32
nor3,8
inv,6
a21oi,20
and2,2
xor2,7
or4,9
clkbuf,4
buf,125
and4,5
nor2,17
a31oi,1
o211ai,1
nor4,7
and3,3
a311oi,1
nand4,17
nand2b,3
Power is estimated from default activity; no workload was simulated.
